==> design/flow/design.v <==
`timescale 1ns / 1ps
module convolution (
    input clk,
    input signed [7:0] input_data,
    input signed [2:0] kernel,
    output reg signed [15:0] output_data
);
	integer i;
    reg signed [7:0] shift_reg [2:0];  
    reg signed [15:0] accumulator;     
    always @(posedge clk) begin
        shift_reg[0] <= shift_reg[1];
        shift_reg[1] <= shift_reg[2];
        shift_reg[2] <= input_data;
    end
    always @* begin
        accumulator = 0;
        for (i=0 ; i < 3; i = i + 1) begin
            accumulator = accumulator + (shift_reg[i] * kernel[i]);
        end
    end
    always @(posedge clk) begin
        output_data <= accumulator;
    end
endmodule
==> design/flow/run.sh <==
#!/bin/bash
# OpenROAD 26Q1-2900-gdf79404cd8, Yosys 0.63+post, stock flow scripts
make -C /OpenROAD-flow-scripts/flow DESIGN_CONFIG=/design/flow/config.mk WORK_HOME=/design/flow/orfs finish
==> design/flow/config.mk <==
export PLATFORM = sky130hd
export DESIGN_NAME = convolution
export DESIGN_NICKNAME = convolution
export VERILOG_FILES = /design/flow/design.v
export SDC_FILE = /design/flow/constraint.sdc
export NUM_CORES = 4
export LEC_CHECK = 1
export CORE_AREA = 10 10 105 105
export DIE_AREA = 0 0 115 115
==> design/flow/constraint.sdc <==
current_design convolution

set clk_period 6.2
set clk_io_pct 0.2

create_clock -name clk0 -period $clk_period [get_ports {clk}]

set non_clock_inputs [all_inputs -no_clocks]
set_input_delay [expr $clk_period * $clk_io_pct] -clock clk0 $non_clock_inputs
set_output_delay [expr $clk_period * $clk_io_pct] -clock clk0 [all_outputs]
==> run summary <==
Implementation summary

The largest net degree at the start of global routing is 12. In this run, the synthesized area fraction spent on adder and majority cells is recorded as 19.6%. The top-level port count is 28. In the final report, the number of endpoints failing setup comes to 0.

The endpoint arrival time on the critical path is 3.80 ns. Setup repair after global routing left no endpoint under its margin. The average via count per standard cell is 3.04. The worst-case vdd ir drop is 91.9 uV. The worst path required time is 6.38 ns. In this run the most used layer during global routing was met2. The cell repeated most along the worst path is sky130_fd_sc_hd__fa_1.

The report shows a maximum critical-path fanout of 8. The routed design shows a wire length per standard cell of 9.11 um. The final critical-path share of the clock period is 58.4%. With fillers left out, the area of the finished cells amounts to 1790 um^2. The count of antenna-violating nets left after detailed routing is 0.

Note that the worst hold path type here is register to register. The final routed wirelength across all metal layers is 2350 um. The flow measured a signed area growth from synthesis to layout of 31.4%. In this run the post-CTS setup repair buffer count came out at 0. The max-cap violation count is 0. The number of cells in Yosys stat is 122.

The register with the most flip-flops in the layout has 24 of them. According to the floorplan report, the die width is 115 um. The depth of the CTS H-tree is 2. Of the post-synthesis cell area, the part taken by muxes is 0.733%. The number of flip-flops and latches in the synthesized netlist is 34. For reference, the most critical setup path is categorized as input port to register. The mean instance size in the synthesized netlist is 11.2 um^2.

Detailed-route iteration 0 reported a violation count of 10. The share of the synthesized netlist area taken by xor and xnor gates is 2.57%. The ratio of cells with drive above 1 in the final layout is 6.67%. Across all stage logs, warnings added up to 25. The number of failing hold endpoints at the final stage is 0. The global-route usage over all layers is 3.69%. Per the synthesis report, the AND-OR/OR-AND share of the synthesized area is 8.89%. The routed layout has 784 vias. The DRC violations left is 0. The cell sequence reported for the critical path is clkdlybuf4s50_1 -> nand2_1 -> fa_1 -> inv_1 -> ha_1 -> fa_1 -> a21o_1 -> nand3_1 -> a21oi_1 -> o21a_1.

The buffer type at the clock tree root is sky130_fd_sc_hd__clkbuf_8. The pre-placement core utilization is 15.6%. On the worst path, the slowest cell contributes a delay of 0.61 ns.

The core area is 8760 um^2. The slowest library cell on the worst path is sky130_fd_sc_hd__clkdlybuf4s50_1. The die is 115 um tall. The post-synthesis instance area is 1370 um^2. The share of the core filled with cells is 20.5%.

The max-slew violation total from the final report is 0. Per the GRT congestion report, total overflow comes to 0. Global routing consumed, on the met1 layer, 4.73% of the routing resources.

The global placement routability congestion is 0.705. The cell-mix breakdown from Yosys lists the simple-gate area share as 10.9%. Summed over all failing endpoints, the final setup total negative slack is 0 ns. met2 track demand over resource after global routing is 5.59%. sky130_fd_sc_hd__dfxtp_1 takes more of the synthesized area than any other cell. The number of distinct library cells after synthesis is 24.

The number of standard-cell rows in the floorplan is 34. The global routing usage on met3 is 1.64%. The clock transition at the registers of the reported paths is 0.07 ns.

The antenna diode count is 0. Summing all placed instances gives a cell area of 1680 um^2. The most numerous logic cell after layout is sky130_fd_sc_hd__dfxtp_1. The endpoint type of the worst setup path is a register. The cell count after synthesis is 122.

The TritonCTS clock tree is yes. The proportion of synthesized chip area in sequential cells is 49.9%. The via count of the first global-routing pass came to 866. The share of synthesized area in the top cell type comes to 49.9%.

The timing-limited maximum frequency is 276 MHz. The main combinational cell family by area after synthesis is adder cells. The total power divided by cell area is 303 nW/um^2. The chip area from the yosys synthesis statistics is 1370 um^2.

By instance count after routing, the leading logic cell types are sky130_fd_sc_hd__dfxtp_1, sky130_fd_sc_hd__clkdlybuf4s50_1, sky130_fd_sc_hd__nand2_1. The number of hold buffers added after CTS was 0. Overall power consumption after layout is estimated at 0.543 mW. No sink is reached through more buffers than the 2 on the longest clock path. For this run, the number of Yosys warnings is 2. The leakage power figure is 0.786 nW. The half-perimeter wire length after placement is 1970 um. The number of clock sinks came to 34. The number of search-and-repair iterations in the first detailed-routing pass is 2. The die covers 13200 um^2. The setup clock skew after layout is 0.00171 ns. The wire length of the first global-routing pass is 4040 um.

The clock reaches the later pin of the worst-skew pair after 0.28 ns. For reference, the top cells by area after synthesis are sky130_fd_sc_hd__dfxtp_1, sky130_fd_sc_hd__fa_1, sky130_fd_sc_hd__ha_1. The number of instances resized during post-cts repair is 0. The run finished with clean final reports. The TritonCTS buffer count is 5. The number of antenna violations at the first check in global routing is 0. As logged by OpenROAD, the buffers inserted on ports number 21. The final critical path time including I/O delays and setup is 3.62 ns. The worst setup path is launched from an input port.
cells by family after synthesis:
kind of cell / Yosys count
DFF: 34
AOI/OAI and AO/OA: 15
buffers and inverters: 20
muxes: 1
xor gates and xnor gates: 4
other: 1
adders and majority gates: 16
and+or+nand+nor: 31
layer usage:
layer	part of all wire (%)	vias to the layer above
met3	8.8	2
met2	42	22
met1	48	331
met4	2.0	0
li1	-	429
met5	0	-
report_power, final:
part           internal, mW  leakage [nW]  switching [mW]
sequential            0.243         0.286         0.00839
combinational        0.0573         0.448          0.0379
clock                 0.120        0.0514          0.0768
total                 0.420         0.786           0.123
synthesized netlist by cell type:
cell type / n
sky130_fd_sc_hd__o21bai_1: 1
sky130_fd_sc_hd__nand2_1: 18
sky130_fd_sc_hd__xnor2_1: 3
sky130_fd_sc_hd__xor2_1: 1
sky130_fd_sc_hd__nor2_1: 1
sky130_fd_sc_hd__buf_4: 6
sky130_fd_sc_hd__nand3_1: 2
sky130_fd_sc_hd__o21a_1: 1
sky130_fd_sc_hd__a2111oi_4: 1
sky130_fd_sc_hd__a21o_1: 3
sky130_fd_sc_hd__nor2b_1: 1
sky130_fd_sc_hd__o311ai_1: 1
sky130_fd_sc_hd__mux2i_1: 1
sky130_fd_sc_hd__fa_1: 9
sky130_fd_sc_hd__ha_1: 7
sky130_fd_sc_hd__o21ai_0: 1
sky130_fd_sc_hd__and2_1: 7
sky130_fd_sc_hd__a21oi_1: 6
sky130_fd_sc_hd__dfxtp_1: 34
sky130_fd_sc_hd__conb_1: 1
sky130_fd_sc_hd__inv_1: 14
sky130_fd_sc_hd__nor3b_2: 1
sky130_fd_sc_hd__a211oi_2: 1
sky130_fd_sc_hd__nor3_1: 1
per-stage QoR:
stage                     setup WS [ns]  hold slack, ns  instances
after floorplan                    3.09           0.324        127
after global placement             2.32           0.325        250
after detailed placement           2.27           0.333        250
after CTS                          2.57           0.350        258
after global routing               2.41           0.355        258
final                              2.58           0.348        258
worst paths after layout:
path | start | end | slack (ns) | cells after the start
hold / removal | shift_reg[1][0] | shift_reg[0][0] | 0.35 | 0
setup reg to reg | shift_reg[1][1] | output_data[9] | 3.88 | 9
setup / recovery | kernel[1] | output_data[9] | 2.58 | 10
hold reg to reg | shift_reg[1][0] | shift_reg[0][0] | 0.35 | 0
worst max-delay path, delay by kind of cell:
family	cells	cell delay, ns
buffers and inverters	2	0.65
AND/OR/NAND/NOR	2	0.22
adder cells (fa/ha/maj)	3	1.20
AND-OR/OR-AND	3	0.48
cell type report:
cell class	count	area [um^2]
clock buffer	6	72.6
sequential	34	681
timing repair buffer	21	210
inverter	14	52.6
tap	108	135
clock inverter	2	37.5
multi-input combinational	73	606
fill	955	6970
No activity file was given, so power comes from the tool's default toggle rates.
